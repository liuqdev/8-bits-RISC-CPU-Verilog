<file path="config.mk">
export PLATFORM = sky130hd
export DESIGN_NAME = rom
export DESIGN_NICKNAME = rom
export VERILOG_FILES = /design/flow/design.v
export SDC_FILE = /design/flow/constraint.sdc
export NUM_CORES = 4
export LEC_CHECK = 1
export CORE_AREA = 10 10 70 70
export DIE_AREA = 0 0 80 80
</file>
<file path="constraint.sdc">
current_design rom

set clk_period 1.2
set clk_io_pct 0.2

create_clock -name clk0 -period $clk_period

set non_clock_inputs [all_inputs -no_clocks]
set_input_delay [expr $clk_period * $clk_io_pct] -clock clk0 $non_clock_inputs
set_output_delay [expr $clk_period * $clk_io_pct] -clock clk0 [all_outputs]
</file>
<file path="design.v">
`timescale 1ns / 1ps
module rom(data, addr, read, ena);
input read, ena;
input [7:0] addr;
output [7:0] data;
reg [7:0] memory[255:0];
initial begin
	memory[0] = 8'b000_00000;	 
	memory[1] = 8'b001_00001;	 
	memory[2] = 8'b010_00001;	 
	memory[3] = 8'b001_00010;	 
	memory[4] = 8'b010_00010;	 
	memory[5] = 8'b001_00011;	 
	memory[6] = 8'b010_00011;	 
	memory[7] = 8'b100_00001;	 
	memory[8] = 8'b101_00010;	 
	memory[9] = 8'b110_00001;	 
	memory[10] = 8'b011_00001;	 
	memory[11] = 8'b000_00001;	 
	memory[12] = 8'b010_00010;	 
	memory[13] = 8'b000_00001;	 
	memory[14] = 8'b100_00011;	 
	memory[15] = 8'b101_00010;	 
	memory[16] = 8'b110_00011;	 
	memory[17] = 8'b011_00011;	 
	memory[18] = 8'b000_00010;	 
	memory[19] = 8'b111_00000;	 
	memory[65] = 8'b001_00101;	 
	memory[66] = 8'b010_11001;	 
	memory[67] = 8'b001_10101;	 
end
assign data = (read&&ena)? memory[addr]:8'hzz;	
endmodule
</file>
<file path="run.sh">
#!/bin/bash
# OpenROAD 26Q1-2900-gdf79404cd8, Yosys 0.63+post, stock flow scripts
make -C /OpenROAD-flow-scripts/flow DESIGN_CONFIG=/design/flow/config.mk WORK_HOME=/design/flow/orfs finish
</file>
==> impl_metrics.py <==
# Metrics from the implementation run
metrics = {
    "placement": {
        "place_inst": 113,
        "place_congestion": 0.867,
        "io_buffers": 14,
        "place_area_um2": 644,
        "dp_hpwl_um": 936,
    },
    "setup_path": {
        "cp_cell_sequence": "buf_12 > inv_12 > ha_4 > or3_1 > a31o_1 > buf_2",
        "cp.arrival_ns": 1.24,
        "cp-start-kind": "input port",
        "critical_path.max_fanout": 5,
        "crit_required_ns": 0.96,
        "timing.setup.critical_path_class": "in -> out",
        "cp_slowest_stage_delay_ns": 0.34,
        "endpoint_kind": "output port",
        "crit_slowest_cell": "or3_1",
    },
    "finish": {
        "flops": 0,
        "clockBufferCount": 0,
        "fin_area_um2": 764,
        "area_growth_pct": 125,
        "layout_top_cell": "buf_4",
        "drive_gt1_share_pct": 64.4,
        "final_cells": 119,
        "seq_area_um2": 0,
        "lay_top_cells": "buf_4 (12), buf_2 (10), buf_6 (6)",
        "fillers": 370,
    },
    "timing": {
        "max_freq_ghz": 0.674,
        "max_slew_margin_pct": 86.9,
        "rsz0062_at_grt": "yes",
        "report.final.slew_viol_count": 0,
        "period_used_pct": 124,
        "final-setup-viol-count": 8,
        "min_period_ns": 1.48,
        "layout_setup_ws_ns": -0.283,
        "tightest_slew_ns": 0.191,
        "timing.hold.ws_ns": 0.859,
        "hold_viol": 0,
    },
    "power_and_ir_drop": {
        "p_sw_share_pct": 42.6,
        "power.internal_mw": 0.136,
        "seq_power_share_pct": 0,
        "clkPwrFrac_pct": 0,
        "ir_drop_mv": 0.0707,
        "power.leakage_nw": 0.319,
        "power_mw": 0.237,
        "powerDensity_nw_per_um2": 310,
        "p_sw_mw": 0.101,
        "power_frac_comb_pct": 100.0,
    },
    "floorplan": {
        "fp.dieW_um": 80,
        "coreArea_um2": 3420,
        "die-area_um2": 6400,
        "io_pins": 18,
        "fp_util_pct": 9.93,
        "die_height_um": 80,
        "rows": 21,
    },
    "synthesis": {
        "yosys_cells": 45,
        "synth_area_um2": 339,
        "synth_seq_share_pct": 0,
        "ys.warnings.count": 2,
        "synthDistinctLibCells": 24,
        "synth.avg_cell_area_um2": 7.54,
        "yosys_area_um2": 339,
        "synthCells": 45,
    },
    "global_route": {
        "antenna_found_initial": 0,
        "grtUsageTotal_pct": 4.20,
        "grt_overflow": 0,
        "first_global_vias": 454,
        "grt_pass1_wl_um": 2260,
        "grt_max_degree": 10,
    },
    "routing": {
        "wl_um": 1380,
        "route.detailed.drc": 0,
        "antenna_left": 0,
        "drtPass1Iterations": 3,
        "wl_per_cell_um": 11.6,
        "n_antenna_cell": 0,
        "drtIter0Drc": 14,
        "vias_per_cell": 3.53,
        "vias": 420,
    },
    "run_status": {
        "status": "complete, but fails checks",
        "violations": "negative setup slack",
    },
    "min_path": {
        "holdCritPathClass": "in -> out",
    },
    "cts": {
        "holdBufCountCts": 0,
    },
    "flow_run": {
        "maxCapViolCount": 0,
        "warnings": 45,
    },
}
## Yosys cell counts (2+ instances only)
cell	number	area, um2
and2_1	2	12.5
ha_1	7	87.6
or3_1	2	12.5
a21o_1	2	15.0
nand2_1	3	11.3
nor2b_1	2	12.5
inv_1	2	7.51
nand3b_1	2	15.0
a21oi_1	4	20.0
a211oi_1	3	22.5
nand2b_1	2	12.5
buf_2	2	10.0
## path summary, 6_finish.rpt
path	start	to	depth (start not counted)	slack [ns]
max	addr[1]	data[0]	6	-0.28
min	addr[6]	data[1]	4	0.86
## cell type report
cell class                      count  area, um2  share of cell area (%)
Multi-Input combinational cell     39        412                    53.8
Timing Repair Buffer               32        263                    34.4
Tap cell                           46       57.6                    7.53
Inverter                            2       32.5                    4.26
## metal layers
metal | track usage, % | part of all wire (%)
met4 | 0 | 0
met5 | 0 | 0
met2 | 8.03 | 53
met1 | 5.08 | 44
met3 | 0.568 | 3.0
## critical path: cells and delay by family
| family | cells | cell delay, ns |
|---|---|---|
| compound gates | 1 | 0.17 |
| simple gates | 1 | 0.34 |
| buf+inv | 3 | 0.26 |
| fa+ha+maj | 1 | 0.23 |
## per-stage QoR
stage,setup slack [ns],setup TNS [ns],utilization [%]
5_1_grt,-0.318,-1.72,22.4
6_report,-0.283,-1.37,22.4
2_1_floorplan,-0.00264,-0.00264,-
3_3_place_gp,-1.15,-8.16,18.9
4_1_cts,-0.385,-2.28,21.5
3_5_place_dp,-1.16,-8.23,18.9
## logic make-up (layout without fill, tap and decap cells)
group,Yosys count,count (layout),share of synthesized area (%)
XOR/XNOR,1,1,2.58
buffers and inverters,6,34,9.59
adder cells (fa/ha/maj),7,7,25.8
multiplexers,2,2,6.27
AND/OR/NAND/NOR,14,14,24.7
AND-OR/OR-AND,15,15,31.0
## timing repair
action / in CTS / in global routing
setup endpoints to repair: 8 / 8
pin swaps: 12 / 12
resized: 64 / 18
cloned: 1 / 0
buffers inserted: 4 / 2
## power by group through the flow
stage	Combinational (mW)	Clock, mW	Sequential, mW
5_1_grt	0.259	0	0
6_report	0.237	0	0
4_1_cts	0.223	0	0
No activity file was given, so power comes from the tool's default toggle rates.
