## flow/design.v

```verilog
`timescale 1ns / 1ps
module ram(data, addr, ena, read, write);
input ena, read, write;
input [7:0] addr;
inout [7:0] data;
reg [7:0] ram[255:0];
assign data = (read&&ena)? ram[addr]:8'hzz;		 
always @(posedge write) begin	 
	ram[addr] <= data;
end
endmodule
```

## flow/config.mk

```make
export PLATFORM = sky130hd
export DESIGN_NAME = ram
export DESIGN_NICKNAME = ram
export VERILOG_FILES = /design/flow/design.v
export SDC_FILE = /design/flow/constraint.sdc
export NUM_CORES = 4
export LEC_CHECK = 1
export CORE_UTILIZATION = 40
```

## flow/run.sh

```bash
#!/bin/bash
# OpenROAD 26Q1-2900-gdf79404cd8, Yosys 0.63+post, stock flow scripts
make -C /OpenROAD-flow-scripts/flow DESIGN_CONFIG=/design/flow/config.mk WORK_HOME=/design/flow/orfs finish
```

## flow/constraint.sdc

```tcl
current_design ram

set clk_period 20.4
set clk_io_pct 0.2

create_clock -name clk0 -period $clk_period [get_ports {write}]

set non_clock_inputs [all_inputs -no_clocks]
set_input_delay [expr $clk_period * $clk_io_pct] -clock clk0 $non_clock_inputs
set_output_delay [expr $clk_period * $clk_io_pct] -clock clk0 [all_outputs]
```

==> out/results.ini <==
[synth]
synth.lib_cells_used.distinct = 18
yosys.stat.seqShare_pct = 78.7
yosys.area.top_type = edfxtp_1
yosys_cells = 3516
synthesis.instances = 3516
yosysWarningCount = 2
synthDominantCellAreaShare_pct = 78.7
synthesis.area_per_instance_um2 = 22.2
synth_top_cell_by_count = edfxtp_1
synth_flops = 2048
synth.area.top_cells = edfxtp_1 (79%), mux4_2 (15%), a22oi_1 (2.5%)
most_instantiated_cells_after_synthesis = edfxtp_1 (2,048), mux4_2 (512), nor2_1 (260), a22oi_1 (256), clkbuf_1 (146)
ff_type = edfxtp_1
ys_async_sr_fraction_pct = 0
yosys.stat.chipArea_mm2 = 0.0782
post_synth_edffs = 2048
synth.cell_area_mm2 = 0.0782

[clocking]
clk_path_buf_depth = 3
tritoncts_num_sinks = 2048
postCtsSetupBuffers = 0
cts-root-buf = clkbuf_16
cts-resized-gates = 0
postCtsHoldBufs = 0
htreeDepth = 4
cts_inserted_buffers = 203

[outcome]
run.stop_error = [error] [KeplerFormal.cpp:679] Workflow failed: Iso has multiple drivers: .data6, place292.X0
flow.stopped_at = clock tree synthesis
outcome = did not finish

[floorplanning]
io_pins = 19
die_width_um = 444
rows = 161
die.size.y_um = 444
initial_utilization_pct = 40.4

[place]
detailed_place_hpwl_um = 106000
port-buffer-count = 8
routabilityCongestion = 0.851

[metrics by stage]
stage	area (um^2)	setup slack [ps]	cells
3_5_place_dp	81600	6570	5956
3_3_place_gp	81600	6700	5956
2_1_floorplan	78200	6670	3516
[logic make-up after synthesis]
logic type | synth area share (%)
multiplexers | 14.8
AND-OR/OR-AND | 3.64
flip-flops | 78.7
buffers and inverters | 1.34
AND/OR/NAND/NOR | 1.59
